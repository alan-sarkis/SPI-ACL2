[design/flow/run.sh]
#!/bin/bash
# OpenROAD 26Q1-2900-gdf79404cd8, Yosys 0.63+post, stock flow scripts
make -C /OpenROAD-flow-scripts/flow DESIGN_CONFIG=/design/flow/config.mk WORK_HOME=/design/flow/orfs finish
[design/flow/config.mk]
export PLATFORM = sky130hd
export DESIGN_NAME = top
export DESIGN_NICKNAME = top
export VERILOG_FILES = /design/flow/design.v
export SDC_FILE = /design/flow/constraint.sdc
export NUM_CORES = 4
export LEC_CHECK = 1
export CORE_UTILIZATION = 50
[design/flow/constraint.sdc]
current_design top

set clk_period 7.4
set clk_io_pct 0.2

create_clock -name clk0 -period $clk_period [get_ports {CLK}]

set non_clock_inputs [all_inputs -no_clocks]
set_input_delay [expr $clk_period * $clk_io_pct] -clock clk0 $non_clock_inputs
set_output_delay [expr $clk_period * $clk_io_pct] -clock clk0 [all_outputs]
[design/flow/design.v]
module display(
    input RESET,
    input CLK,
    input [7:0] DATA_IN,
    output reg [6:0] SEGMENTS,
    output reg DIGIT_SELECT
);
localparam NUM_0 = 7'b1111110;
localparam NUM_1 = 7'b0110000;
localparam NUM_2 = 7'b1101101;
localparam NUM_3 = 7'b1111001;
localparam NUM_4 = 7'b0110011;
localparam NUM_5 = 7'b1011011;
localparam NUM_6 = 7'b1011111;
localparam NUM_7 = 7'b1110000;
localparam NUM_8 = 7'b1111111;
localparam NUM_9 = 7'b1110011;
reg [21:0] COUNTER;
localparam REFRESH_RATE = 2_500_000;
always@(posedge CLK)begin
    if(RESET)
        COUNTER <= 0;
    else if(COUNTER == REFRESH_RATE)
        COUNTER <= 0;
    else
        COUNTER <= COUNTER + 1;
end
reg [7:0] TEMP_DATA;
always@(posedge CLK)begin
    if(RESET)
        TEMP_DATA <= 0;
    if(COUNTER == REFRESH_RATE - 100_000)
        TEMP_DATA <= DATA_IN;
end
wire [7:0] ABS_TEMP_DATA;
assign ABS_TEMP_DATA = (TEMP_DATA[7] == 1'b1) ? (~TEMP_DATA + 1'b1) : TEMP_DATA;
wire [3:0] tens = ABS_TEMP_DATA / 10;
wire [3:0] ones = ABS_TEMP_DATA % 10;
always@(posedge CLK)begin
    if(RESET)begin
        DIGIT_SELECT <= 0;
        SEGMENTS <= NUM_0;
    end
    else if(COUNTER == 0)begin  
        DIGIT_SELECT <= 0;
        if(ABS_TEMP_DATA > 99)begin
            SEGMENTS <= NUM_9;
        end
        else begin
            case(tens)
                0: SEGMENTS <= NUM_0;
                1: SEGMENTS <= NUM_1;
                2: SEGMENTS <= NUM_2;
                3: SEGMENTS <= NUM_3;
                4: SEGMENTS <= NUM_4;
                5: SEGMENTS <= NUM_5;
                6: SEGMENTS <= NUM_6;
                7: SEGMENTS <= NUM_7;
                8: SEGMENTS <= NUM_8;
                9: SEGMENTS <= NUM_9;
            endcase
        end
    end
    else if(COUNTER == REFRESH_RATE/2)begin  
        DIGIT_SELECT <= 1;
        if(ABS_TEMP_DATA > 99)begin
            SEGMENTS <= NUM_9;
        end
        else begin
            case(ones)
                0: SEGMENTS <= NUM_0;
                1: SEGMENTS <= NUM_1;
                2: SEGMENTS <= NUM_2;
                3: SEGMENTS <= NUM_3;
                4: SEGMENTS <= NUM_4;
                5: SEGMENTS <= NUM_5;
                6: SEGMENTS <= NUM_6;
                7: SEGMENTS <= NUM_7;
                8: SEGMENTS <= NUM_8;
                9: SEGMENTS <= NUM_9;
            endcase
        end
    end  
end
endmodule
module spi_controller(
    input RESET,
    input CLK,  
    input [3:0] OPERATION,  
    input MISO,  
    output reg CS,  
    output reg SCLK,  
    output reg MOSI,  
    output reg [7:0] DATA_OUT,  
    output reg DONE_SETUP
);
localparam REG_READ = 8'b00001011;
localparam FIFO_WRITE = 8'b00001010;
localparam X_ADDRESS_READ = 4'b0001;
localparam Y_ADDRESS_READ = 4'b0010;
localparam Z_ADDRESS_READ = 4'b0100;
localparam SETUP_WRITE = 4'b1000;
localparam SETUP_STAGE_1 = 3'b000, SETUP_STAGE_2 = 3'b001, SETUP_STAGE_3 = 3'b010,
           SETUP_STAGE_4 = 3'b011, SETUP_STAGE_5 = 3'b100, SETUP_STAGE_6 = 3'b101, 
           SETUP_STAGE_7 = 3'b110;
reg [7:0] INSTRUCTION;
reg [7:0] ADDRESS;
reg [7:0] SETUP_DATA;
reg [2:0] SETUP_STAGE;
always@(posedge CLK)begin
    if(RESET)begin
        INSTRUCTION <= 0;
        ADDRESS <= 0;
    end
    case(OPERATION)
        X_ADDRESS_READ: begin
            INSTRUCTION <= REG_READ;
            ADDRESS <= 8'b00001001;
        end
        Y_ADDRESS_READ: begin
            INSTRUCTION <= REG_READ;
            ADDRESS <= 8'b00001010;
        end
        Z_ADDRESS_READ: begin
            INSTRUCTION <= REG_READ;
            ADDRESS <= 8'b00001011;
        end
        SETUP_WRITE: begin
            INSTRUCTION <= FIFO_WRITE;
            case(SETUP_STAGE)
                SETUP_STAGE_1: begin
                    ADDRESS <= 8'h20;
                    SETUP_DATA <= 8'hFA;
                end
                SETUP_STAGE_2: begin
                    ADDRESS <= 8'h21;
                    SETUP_DATA <= 8'h00;
                end
                SETUP_STAGE_3: begin
                    ADDRESS <= 8'h23;
                    SETUP_DATA <= 8'h96;
                end
                SETUP_STAGE_4: begin
                    ADDRESS <= 8'h24;
                    SETUP_DATA <= 8'h0;
                end
                SETUP_STAGE_5: begin
                    ADDRESS <= 8'h25;
                    SETUP_DATA <= 8'h1E;
                end
                SETUP_STAGE_6: begin
                    ADDRESS <= 8'h27;
                    SETUP_DATA <= 8'h3F;
                end
                SETUP_STAGE_7: begin
                    ADDRESS <= 8'h2D;
                    SETUP_DATA <= 8'h0A;
                end
            endcase
        end
    endcase
end
reg [1:0] STATE;
localparam IDLE = 2'b00, SEND_DATA = 2'b01, RECIEVE_DATA = 2'b10, DELAY = 2'b11;
localparam SLOW_CLOCK_DIVIDE = 1221;
reg [10:0] SLOW_CLOCK_COUNTER = 0;
always@(posedge CLK)begin  
    if(RESET)begin
        SLOW_CLOCK_COUNTER <= 0;
        SCLK <= 0;
    end
    else if(STATE == SEND_DATA || STATE == RECIEVE_DATA || STATE == DELAY)begin
        SLOW_CLOCK_COUNTER <= SLOW_CLOCK_COUNTER + 1;
        if(SLOW_CLOCK_COUNTER == SLOW_CLOCK_DIVIDE)begin
            SCLK <= ~SCLK;
            SLOW_CLOCK_COUNTER <= 0;
        end
    end
    else begin
        SLOW_CLOCK_COUNTER <= 0;
        SCLK <= 0;
    end
end
reg READY;
always@(posedge CLK)begin  
    if(RESET)
        READY <= 0;
    else if(OPERATION == X_ADDRESS_READ || OPERATION == Y_ADDRESS_READ || OPERATION == Z_ADDRESS_READ)
        READY <= 1;
    else
        READY <= 0;
end
wire [15:0] MOSI_DATA = {INSTRUCTION,ADDRESS};
wire [23:0] MOSI_SETUP_DATA = {INSTRUCTION,ADDRESS,SETUP_DATA};
reg [7:0] MISO_DATA;
reg [4:0] BIT_COUNTER;
reg [3:0] SETUP_STATE;
reg [11:0] CS_DELAY;
always@(posedge CLK)begin
    if(RESET)begin
        CS <= 1;
        CS_DELAY <= 0;
        SETUP_STATE <= 0;
        DONE_SETUP <= 0;
        MISO_DATA <= 0;
        MOSI <= 0;
        BIT_COUNTER <= 0;
        STATE <= IDLE;
    end
    else if(OPERATION == SETUP_WRITE)begin
        case(STATE)
            IDLE:
                begin
                    CS <= 1;
                    MOSI <= 0;
                    MISO_DATA <= 0;
                    if(CS_DELAY == SLOW_CLOCK_DIVIDE*2)begin  
                        if(~DONE_SETUP)begin
                            BIT_COUNTER <= 23;
                            STATE <= SEND_DATA;
                            case(SETUP_STATE)
                                0: SETUP_STAGE <= SETUP_STAGE_1;
                                1: SETUP_STAGE <= SETUP_STAGE_2;
                                2: SETUP_STAGE <= SETUP_STAGE_3;
                                3: SETUP_STAGE <= SETUP_STAGE_4;
                                4: SETUP_STAGE <= SETUP_STAGE_5;
                                5: SETUP_STAGE <= SETUP_STAGE_6;
                                6: SETUP_STAGE <= SETUP_STAGE_7;
                            default: DONE_SETUP <= 1;
                            endcase
                        end
                    end
                    else begin
                        CS_DELAY <= CS_DELAY + 1;
                    end
                end
            SEND_DATA:  
                begin
                    CS <= 0;
                    if((SCLK == 1'b0) && (SLOW_CLOCK_COUNTER == SLOW_CLOCK_DIVIDE/2))begin  
                        BIT_COUNTER <= BIT_COUNTER - 1;
                        MOSI <= MOSI_SETUP_DATA[BIT_COUNTER];
                        if(BIT_COUNTER == 0)begin
                            STATE <= DELAY;
                            SETUP_STATE <= SETUP_STATE + 1;
                        end
                    end
                end
            DELAY:
                begin
                    if((SCLK == 1'b0) && (SLOW_CLOCK_COUNTER == SLOW_CLOCK_DIVIDE/2))
                    STATE <= IDLE;
                    CS_DELAY <= 0;
                end
            default: STATE <= IDLE;
        endcase
    end
    else begin
        case(STATE)
            IDLE:
                begin
                    CS <= 1;
                    MOSI <= 0;
                    MISO_DATA <= 0;
                    BIT_COUNTER <= 15;
                    if(READY)begin
                        STATE <= SEND_DATA;
                    end
                end
            SEND_DATA:  
                begin
                    CS <= 0;
                    if((SCLK == 1'b0) && (SLOW_CLOCK_COUNTER == SLOW_CLOCK_DIVIDE/2))begin  
                        BIT_COUNTER <= BIT_COUNTER - 1;
                        MOSI <= MOSI_DATA[BIT_COUNTER];
                        if(BIT_COUNTER == 0)begin
                            STATE <= RECIEVE_DATA;
                            BIT_COUNTER <= 7;
                        end
                    end
                end
            RECIEVE_DATA:  
                begin
                    if((SCLK == 1'b0) && (SLOW_CLOCK_COUNTER == SLOW_CLOCK_DIVIDE))begin  
                        BIT_COUNTER <= BIT_COUNTER - 1;
                        MISO_DATA[BIT_COUNTER] <= MISO;
                        if(BIT_COUNTER == 0)begin
                            DATA_OUT <= MISO_DATA;
                            if(~READY)  
                                STATE <= IDLE;
                            else  
                                BIT_COUNTER <= 7;
                        end
                    end
                end
            default: STATE <= IDLE;
        endcase
    end
end
endmodule
module top(
    input RESET,
    input CLK,  
    input [3:0] OPERATION,  
    input MISO,  
    output CS,  
    output SCLK,  
    output MOSI,  
    output [6:0] SEGMENTS,
    output DIGIT_SELECT,
    output DONE_SETUP
);
wire [7:0] DATA_OUT_IN;
spi_controller i1(
    .RESET(RESET),
    .CLK(CLK),
    .OPERATION(OPERATION),
    .MISO(MISO),
    .CS(CS),
    .SCLK(SCLK),
    .MOSI(MOSI),
    .DATA_OUT(DATA_OUT_IN),
    .DONE_SETUP(DONE_SETUP)
);
display i2(
    .RESET(RESET),
    .CLK(CLK),
    .DATA_IN(DATA_OUT_IN),
    .SEGMENTS(SEGMENTS),
    .DIGIT_SELECT(DIGIT_SELECT)
);
endmodule
==> results.tsv <==
metric	value	unit
gr-total-overflow	0	
seq_power_share	39.1	%
grt_pass1_wl	25.2	mm
clkPwrFrac	45.2	%
synth_area	6980	sq um
timing.setup.tns	0	ns
stdcell_area	7830	sq um
synthArstFlopShare	0	%
ff_type	dfxtp_1	
layout.area.seq	2660	sq um
clockBufferDepth	2	
dp.final_hpwl	10.4	mm
clk_pin_slew	0.06	ns
dr.pass1.iters	5	
hold_ws	0.425	ns
layout.cells.non_filler	1026	
yosysWarnings	2	
switching_power	0.499	mW
wl_met1	7.20	mm
synth.distinct_cells	81	
synth_flops	120	
swShare	27.4	%
cellLeakagePower	2.82	nW
peakVddDrop	0.000168	V
clock_sinks	120	
worst_pin_slew	0.897	ns
drv_slew	0	
routed-wl-met2	6.77	mm
syn_to_final_growth	12.1	%
finish.utilization	58.2	%
cts-root-buf	clkbuf_16	
largest_area_cell	dfxtp_1	
top_cells_by_area	dfxtp_1 27%, edfxtp_1 11%, nor2_1 5.4%	
insertion_delay	0.41	ns
dpl.cell_count	994	
port_buffers	18	
fillers	1169	
drc	0	
grt_max_degree	48	
dieArea	14400	sq um
endpoint_kind	flop	
cts_setup_buffers	0	
power.total	1.82	mW
drive_gt1_share	7.06	%
die_w	120	um
maxCapViolations	0	
fp_util	51.9	%
numCtsBuffers	17	
antenna_found_initial	0	
rsz0062_at_grt	false	
grt_use_total	22.0	%
synth_area_per_cell	8.35	sq um
die_h	120	um
start_kind	flop	
topRoutingLayerUsed	met4	
ctsHoldBuffers	0	
reg2reg_slack	1.13	ns
cp.arrival	6.56	ns
core-area	13500	sq um
worst_ep_required_time	7.70	ns
grt_pass1_vias	5364	
routed_via_density	5.85	
placed_area	7240	sq um
crit_type	flop to flop	
finClkSkew	0.00849	ns
fin_crit	6.27	ns
via_count	6006	
comb_area	4000	sq um
rows	42	
dpl_worst_slack	1.23	ns
wl_per_cell	14.4	um
setup_viol	0	
htreeDepth	4	
cts_tree	done	
antenna_cells	0	
p_int	1.32	mW
min_period_over_period	84.7	%
netlist.area_leader.share	26.9	%
place_congestion	0.928	
slew-limit-headroom	38.5	%
fmax	0.159	GHz
ys_cells	836	
tool_warnings	36	
netlist_instances	836	
drt_iter0_markers	431	
power_density	233	nW/um^2
antenna_left	0	
hold_violations	0	
yosysChipArea	6980	sq um
routed_wl	14.8	mm
pin_count	19	
worst_hold_path_type	flop to flop	
cts_resized	0	
status	finished clean	
ys_seq_share	38.1	%
fin_ws	1.13	ns
cp_max_fo	14	
edf_count	26	
pwr-share-comb	15.7	%
wl_met3	589	um
-- sequential cells by signal, summed over array words and instances, names as in the netlist, 2 cells and up --
register	count
i1.SETUP_DATA	8
i1.SLOW_CLOCK_COUNTER	11
i2.SEGMENTS	7
i2.COUNTER	22
i2.TEMP_DATA	8
i1.MISO_DATA	8
i1.SETUP_STAGE	7
i1.SETUP_STATE	4
i1.ADDRESS	8
i1.DATA_OUT	8
i1.INSTRUCTION	2
i1.BIT_COUNTER	5
i1.CS_DELAY	12
i1.STATE	4
-- per-layer routing --
layer  up-vias  GRT usage [%]
met5         -              0
met4         0           3.44
met3        19           3.42
met2       139           33.9
met1      2813           34.6
li1       3035              -
-- cell families after synthesis --
family	count (synthesis)	synth area share (%)
XOR/XNOR	46	5.77
AND-OR/OR-AND	191	18.3
buffers and inverters	80	4.69
adder cells (fa/ha/maj)	23	4.09
multiplexers	10	2.24
flip-flops	120	38.1
AND/OR/NAND/NOR	366	26.7
-- critical path: stages, from the launching register on --
cell and delay [ns]:
edfxtp_1 0.50, inv_1 0.16, ha_1 0.37, nor4bb_1 0.30
a31oi_1 0.12, o211ai_1 0.14, inv_1 0.07, ha_1 0.19
or3b_2 0.20, nor3b_1 0.73, a21oi_1 0.08, o21ai_0 0.13
a211o_1 0.17, inv_1 0.08, ha_1 0.23, nand2_1 0.07
a21oi_1 0.04, nand3_1 0.18, nand4_2 0.31, mux2i_1 0.81
or3b_1 0.47, o21ai_2 0.16, a21o_1 0.30, a211oi_1 0.08
a211o_1 0.27
-- cells in the mapped netlist, types with 5 or more instances --
cell / number
nand3_1: 36
a22oi_1: 6
or3_1: 14
o21ai_0: 40
a211oi_1: 6
nor2b_1: 7
dfxtp_1: 94
ha_1: 22
nor3_1: 29
inv_1: 40
and3_1: 10
o211ai_1: 6
a22o_1: 8
and2_1: 19
nor3b_1: 6
nand4_1: 19
a21o_1: 5
nor4b_1: 5
o21bai_1: 6
a211o_1: 6
a31oi_1: 8
xnor2_1: 17
xor2_1: 29
nand2b_1: 9
a21oi_1: 49
nand2_1: 72
nor2_1: 100
edfxtp_1: 26
clkbuf_1: 31
o31ai_1: 11
nor4_1: 11
-- worst paths after layout --
check                                startpoint  cells after the start              to
worst min register to register  i1.MISO_DATA[3]                      0  i1.DATA_OUT[3]
worst max-delay path            i2.TEMP_DATA[0]                     24  i2.SEGMENTS[5]
worst min-delay path            i1.MISO_DATA[3]                      0  i1.DATA_OUT[3]
worst max register to register  i2.TEMP_DATA[0]                     24  i2.SEGMENTS[5]
-- final cells by class --
cell class / count / area share (%)
Tap cell: 176 / 2.81
Inverter: 40 / 1.92
Clock buffer: 20 / 5.85
Clock inverter: 12 / 1.74
Sequential cell: 120 / 34.0
Timing Repair Buffer: 22 / 2.62
Multi-Input combinational cell: 636 / 51.1
-- power groups by stage --
stage	Sequential, mW	Clock, mW	Combinational (mW)
4_1_cts	0.713	0.842	0.284
5_1_grt	0.717	0.874	0.318
6_report	0.713	0.825	0.286
-- cells in the final DEF, fill, tap and decap left out, types with 6 or more instances in the layout --
cell,Yosys,routed
nor2_1,100,100
dfxtp_1,94,94
nand2_1,72,72
a21oi_1,49,49
inv_1,40,40
o21ai_0,40,40
nand3_1,36,36
xor2_1,29,29
nor3_1,29,28
edfxtp_1,26,26
ha_1,22,22
nand4_1,19,19
and2_1,19,19
clkbuf_16,0,18
xnor2_1,17,17
clkdlybuf4s50_1,0,17
or3_1,14,14
nor4_1,11,11
o31ai_1,11,11
and3_1,10,10
nand2b_1,9,9
a31oi_1,8,8
a22o_1,8,8
nor2b_1,7,7
a211o_1,6,6
o211ai_1,6,6
o21bai_1,6,6
nor3b_1,6,6
a22oi_1,6,6
a211oi_1,6,6
Power is estimated from default activity; no workload was simulated.
